<file path="./run.sh">
#!/bin/bash
# OpenROAD 26Q1-2900-gdf79404cd8, Yosys 0.63+post, stock flow scripts
make -C /OpenROAD-flow-scripts/flow DESIGN_CONFIG=/design/flow/config.mk WORK_HOME=/design/flow/orfs finish
</file>
<file path="./config.mk">
export PLATFORM = sky130hd
export DESIGN_NAME = bcd7segs
export DESIGN_NICKNAME = bcd7segs
export VERILOG_FILES = /design/flow/design.v
export SDC_FILE = /design/flow/constraint.sdc
export NUM_CORES = 4
export LEC_CHECK = 1
export CORE_AREA = 10 10 70 70
export DIE_AREA = 0 0 80 80
</file>
<file path="./constraint.sdc">
current_design bcd7segs

set clk_period 1.2
set clk_io_pct 0.2

create_clock -name clk0 -period $clk_period

set non_clock_inputs [all_inputs -no_clocks]
set_input_delay [expr $clk_period * $clk_io_pct] -clock clk0 $non_clock_inputs
set_output_delay [expr $clk_period * $clk_io_pct] -clock clk0 [all_outputs]
</file>
<file path="./design.v">
module bcd7segs (a, b, c, d, s0, s1, s2, s3, s4, s5, s6);
	input a, b, c, d;
	output s0, s1, s2, s3, s4, s5, s6;
	wire [0:20] T;
	wire [0:4] inv;
	not not0(inv[0], a);
	not not1(inv[1], b);
	not not2(inv[2], c);
	not not3(inv[3], d);
	and andAB(T[0], a, b);
	and andAC(T[1], a, c);
	and andAD(T[2], a, d);
	and andBC(T[3], b, c);
	and andBD(T[4], b, d);
	and andCD(T[5], c, d);
	and and0(T[6], inv[0], inv[1], inv[2]);
	and and10(T[16], T[3], d);
	or or0(s0, T[0], T[1], T[16], T[6]);
	and and1(T[7], inv[1], c);
	and and2(T[8], inv[0], inv[1], d);
	or or1(s1, T[1], T[5], T[0], T[7], T[8]);
	and and3(T[9], b, inv[2]);
	or or2(s2, d, T[0], T[1], T[9]);
	and and7(T[13], b, inv[2], inv[3]);
	and and8(T[14], T[3], d);
	and and9(T[15], inv[0], inv[1], inv[2], d);
	or or3(s3, T[1], T[0], T[13], T[14], T[15]);
	and and4(T[10], inv[1], c, inv[3]);
	or or4(s4, T[1], T[0], T[10]);
	and and11(T[17], b, inv[2], d);
	and and12(T[18], b, c, inv[3]);
	or or5(s5, T[1], T[0], T[17], T[18]);
	and and5(T[11], b, inv[2], inv[3]);
	and and6(T[12], inv[0], inv[1], inv[2], d);
	or or6(s6, T[1], T[0], T[11], T[12]);
endmodule	
</file>
==> reports/qor.tcl <==
set qor(outcome) {complete, no violations}
set qor(cp.required_ns) 0.96
set qor(timing.slew.headroom_pct) 88.4
set qor(critical_path.max_fanout) 7
set qor(criticalPathCategory) {input port to output pin}
set qor(drtAntennaViolNets) 0
set qor(synth_area_leader_cell) {o21ai_0}
set qor(critical_path_capture_point_type) {output pin}
set qor(worst_ep_arrival_time_ns) 0.94
set qor(crit_buf_inv) 3
set qor(grt-ovfl-total) 0
set qor(die-height_microns) 80
set qor(antenna_found_initial) 0
set qor(remaining_drc_errors) 0
set qor(dp_hpwl_microns) 517
set qor(routabilityCongestion) 0.600
set qor(worst-slew-pin-transition_ns) 0.173
set qor(flop_area_sq_um) 0
set qor(crit_chain) {buf_12 -> buf_4 -> nor2b_1 -> a211o_1 -> buf_2}
set qor(critical_path.top_delay_family) {buffers and inverters}
set qor(static-leakage-power_nw) 0.152
set qor(ratio_of_cells_with_drive_above_1_in_the_final_layout_pct) 50.0
set qor(hold_class) {input port to output pin}
set qor(core_area_sq_mm) 0.00342
set qor(die_area_sq_mm) 0.00640
set qor(area_growth_pct) 144
set qor(syn_area_sq_um) 148
set qor(timing.max_cap.violations) 0
set qor(design.portCount) 11
set qor(yosysSeqAreaShare_pct) 0
set qor(max_stage_delay_ns) 0.22
set qor(post_drt_wl_per_cell_microns) 7.44
set qor(period_needed_ns) 1.18
set qor(first_pass_grt_wire_length_microns) 821
set qor(combGateArea_sq_um) 131
set qor(clockBufferCount) 0
set qor(wl_microns) 625
set qor(instances_no_fill) 84
set qor(yosysCellCount) 22
set qor(ys_warn_count) 0
set qor(num_antenna_cells) 0
set qor(drtIter0Drc) 18
set qor(post-synth-top-count-cell) {o21ai_0}
set qor(area_leaders) {o21ai_0, a31oi_2, nor2b_1}
set qor(total_tool_warning_count) 34
set qor(hold_slack_ns) 0.778
set qor(grt_overall_usage_pct) 1.59
set qor(num-fill-cells) 411
set qor(dr.pass1.iters) 2
set qor(final_hold_violation_tally) 0
set qor(number_of_slew_limit_violations_in_the_final_report) 0
set qor(routed-via-count) 209
set qor(postSynthAreaPerCell_sq_um) 6.71
set qor(drt-vias-per-instance) 2.49
set qor(top_cells_by_count) {o21ai_0, nand2_1, nor2b_1}
set qor(synth-area-yosys_sq_um) 148
set qor(placed_instances) 79
set qor(via_count_of_the_first_global_routing_pass) 155
set qor(rows) 21
set qor(finalCritPeriodShare_pct) 98.6
set qor(grt_max_degree) 11
set qor(crit_slowest_cell) {a211o_1}
set qor(finalSetupViolations) 0
set qor(fmax_ghz) 0.845
set qor(initial_utilization_pct) 4.32
set qor(port_buffers) 11
set qor(netlist.area_leader.share_pct) 10.2
set qor(numSequentialCells) 0
set qor(power-per-cell-area_mw_per_mm2) 312
set qor(vdd_ir_drop_max_mv) 0.0354
set qor(synth.distinct_cells) 18
set qor(gate_count_post_synth) 22
set qor(cts_hold_repair.buffers) 0
set qor(fp.dieW_microns) 80
set qor(worstSetupStartpointType) {input port}
set qor(rsz0062_at_grt) {true}
area by class of cell:
| cell class | count | share of cell area (%) |
|---|---|---|
| timing repair buffer | 19 | 46.5 |
| tap | 46 | 16.0 |
| multi-input combinational | 18 | 36.5 |
| inverter | 1 | 1.04 |
per-layer routing:
layer / global-route usage (%) / vias to the layer above / share of wire (%)
met5: 0 / - / 0
met4: 0 / 0 / 0
met3: 0.227 / 0 / 4.2
met2: 3.05 / 5 / 51
met1: 1.91 / 93 / 44
li1: - / 111 / -
per-stage QoR:
| stage | utilization, % | TNS, ns | total power, mW | setup slack, ns | area (sq um) |
|---|---|---|---|---|---|
| 6_report | 10.5 | 0 | 0.112 | 0.0166 | 360 |
| 5_1_grt | 10.5 | -0.0347 | 0.124 | -0.0249 | 360 |
| 4_1_cts | 9.23 | -0.0109 | 0.0980 | -0.0109 | 315 |
| 3_5_place_dp | 9.19 | -5.67 | 0.105 | -0.874 | 314 |
| 3_3_place_gp | 9.19 | -5.45 | 0.104 | -0.819 | 314 |
| 2_1_floorplan | - | 0 | 0.0413 | 0.191 | 148 |
worst paths after layout:
check	from	endpoint	slack, ns	cells after the start
setup / recovery	b	s2	0.02	5
hold / removal	a	s0	0.78	3
repair_timing:
item / 4_1_cts / 5_1_grt
buffers inserted: 1 / 5
pin swaps: 5 / 3
gates resized: 44 / 5
setup endpoints to repair: 7 / 4
logic make-up (layout without fill, tap and decap cells):
family | after synthesis | in the layout | share of synthesized area (%)
AOI/OAI and AO/OA | 10 | 10 | 49.2
and+or+nand+nor | 8 | 8 | 32.2
buffers and inverters | 4 | 20 | 18.6
report_power, final:
part / switching, mW / leakage, nW / internal, mW / total (mW)
registers: 0 / 0 / 0 / 0
clock network: 0 / 0 / 0 / 0
logic: 0.0393 / 0.152 / 0.0731 / 0.112
total: 0.0393 / 0.152 / 0.0731 / 0.112
placed cells by master, fill, tap and decap left out, types with 2 or more instances in the layout:
master / n
buf_2: 4
nand2_1: 2
o21ai_1: 3
buf_12: 2
nor2b_1: 2
clkdlybuf4s15_1: 2
buf_4: 9
Power figures rest on the tool's default switching activity, not on a simulated workload.
