**design.v**
```verilog
module binario_bcd(a, b, c, d, e, f, g, s0, s1, s2, s3, s4, s5, s6, s7, s8, s9, s10, s11);
	input a, b, c, d, e, f, g;
	output s0, s1, s2, s3, s4, s5, s6, s7, s8, s9, s10, s11;
	wire [0:100] T;
	wire [0:7] inv;
	not not0(inv[0], a);
	not not1(inv[1], b);
	not not2(inv[2], c);
	not not3(inv[3], d);
	not not4(inv[4], e);
	not not5(inv[5], f);
	and and0(T[0], a, b, inv[2], d, inv[4]);
	and and1(T[1], a, b, c, inv[4]);
	and and2(T[2], a, b, e);
	or or0(s3, T[0], T[1], T[2]);
	and and3(T[3], a, inv[1], c, inv[4]);
	and and96(T[96], a, inv[1], c, e);
	and and4(T[4], a, b, inv[2], inv[3], inv[4]);
	or or1(s4, T[3], T[4], T[96]);
	and and76(T[76], inv[0], b, d, inv[4]);
	and and89(T[89], inv[0], b, d, e);
	and and91(T[91], inv[0], b, c, inv[3], inv[4]);
	and and92(T[92], inv[0], b, c, inv[3], e);
	and and74(T[74], a, inv[1], inv[2], inv[4]);
	and and90(T[90], a, inv[1], inv[2], e);
	or or8(s5, T[76], T[74], T[89], T[90], T[91], T[92]);
	and and7(T[7], inv[0], inv[1], c, d, inv[4]);
	and and93(T[93], inv[0], inv[1], c, e);
	and and8(T[8], inv[0], b, inv[2], inv[3], inv[4]);
	and and94(T[94], inv[0], b, inv[2], inv[3], e);
	and and9(T[9], inv[0], b, c, d, e);
	and and10(T[10], a, e);
	and and5(T[5], a, e);
	and and6(T[6], a, b, c, d, inv[4]);
	and and95(T[95], a, b, c, d, e);
	or or2(s6, T[5], T[6], T[7], T[8], T[9], T[10], T[93], T[94], T[95]);
	and and11(T[11], inv[0], inv[1], inv[2], d, inv[4], f);
	and and75(T[75], inv[0], inv[1], inv[2], d, e);
	and and20(T[20], inv[0], inv[1], c, d, e ,f);
	and and13(T[13], inv[0], inv[1], c, inv[3], inv[4]);
	and and14(T[14], inv[0], b, inv[2], inv[3], inv[4]);
	and and86(T[86], inv[0], b, inv[2], inv[3], e);
	and and15(T[15], inv[0], b, c, d, inv[4]);
	and and16(T[16], inv[0], b, c, inv[3], inv[4], f);
	and and17(T[17], inv[0], b, c, inv[3], e);
	and and18(T[18], a, inv[1], inv[2], inv[3], e, f);
	and and19(T[19], a, inv[1], inv[2], d, inv[4]);
	and and87(T[87], a, inv[1], inv[2], d, e);
	and and21(T[21], a, inv[1], c, d, inv[4], f);
	and and22(T[22], a, inv[1], c, d, e);
	and and23(T[23], a, b, inv[2], inv[3], inv[4]);
	and and12(T[12], a, b, inv[2], d, e ,f);
	and and79(T[79], a, b, c, inv[3], inv[4]);
	and and88(T[88], a, b, c, inv[3], e);
	or or3(s7, T[11], T[12], T[13], T[14], T[15], T[16], T[17], T[18], T[19], T[21], T[22], T[23], T[20], T[75], T[79], T[86], T[87], T[88]);
	and and24(T[24], inv[0], inv[1], inv[2], d, inv[4], inv[5]);
	and and25(T[25], inv[0], inv[1], c, d, e, inv[5]);
	and and26(T[26], inv[0], inv[1], c, inv[3], inv[4], f);
	and and27(T[27], inv[0], b, inv[2], inv[3], e, f);
	and and28(T[28], inv[0], b, c, d, inv[4], f);
	and and29(T[29], inv[0], b, c, inv[3], inv[4], inv[5]);
	and and30(T[30], a, inv[1], inv[2], inv[3], e, inv[5]);
	and and31(T[31], a, inv[1], inv[2], d, e, f);
	and and32(T[32], a, inv[1], c, d, inv[4], inv[5]);
	and and33(T[33], a, b, inv[2], inv[3], inv[4], f);
	and and34(T[34], a, b, inv[2], d, e, inv[5]);
	and and35(T[35], a, b, c, inv[3], e, f);
	or or4(s8, T[24], T[25], T[26], T[27], T[28], T[29], T[30], T[31], T[32], T[33], T[34], T[35]);
	and and36(T[36], inv[0], inv[1], inv[2], inv[3], e);
	and and37(T[37], inv[0], inv[1], inv[2], d, e, f);
	and and38(T[38], inv[0], inv[1], c, d, inv[4]);
	and and39(T[39], inv[0], inv[1], c, inv[3], inv[4], inv[5]);
	and and40(T[40], inv[0], b, inv[2], inv[3], inv[4], f);
	and and80(T[80], inv[a], b, inv[2], inv[3], e, inv[5]);
	and and41(T[41], inv[0], b, inv[2], d, e);
	and and42(T[42], inv[0], b, c, d, inv[4], inv[5]);
	and and43(T[43], inv[0], b, c, inv[3], e, f);
	and and44(T[44], a, inv[1], inv[2], inv[3], inv[4]);
	and and45(T[45], a, inv[1], inv[2], d, inv[4], f);
	and and81(T[81], a, inv[1], inv[2], d, e, inv[5]);
	and and46(T[46], a, inv[1], c, d, e, f);
	and and47(T[47], a, inv[1], c, inv[3], e);
	and and82(T[82], a, b, inv[2], inv[3], inv[4], inv[5]);
	and and48(T[48], a, b, inv[2], d, inv[4]);
	and and49(T[49], a, b, c, d, e);
	and and50(T[50], a, b, c, inv[3], inv[4], f);
	and and83(T[83], a, b, c, inv[3], e, inv[5]);
	or or5(s9, T[36], T[37], T[38], T[39], T[40], T[41], T[42], T[43], T[44], T[45], T[46], T[47], T[48], T[49], T[50], T[80], T[81], T[82], T[83]);
	and and51(T[51], inv[0], inv[1], inv[2], inv[3], inv[4], f);
	and and52(T[52], inv[0], inv[1], inv[2], inv[3], e, f);
	and and53(T[53], inv[0], inv[1], inv[2], d, e, inv[5]);
	and and54(T[54], inv[0], inv[1], c, d, inv[4], f);
	and and55(T[55], inv[0], inv[1], c, inv[3], inv[4], inv[5]);
	and and84(T[84], inv[0], inv[1], c, inv[3], e, f);
	and and56(T[56], inv[0], b, inv[2], inv[3], inv[4], inv[5]);
	and and57(T[57], inv[0], b, inv[2], inv[3], e, inv[5]);
	and and58(T[58], inv[0], b, inv[2], d, inv[4], inv[5]);
	and and77(T[71], inv[0], b, inv[2], d, inv[4], f);
	and and59(T[59], inv[0], b, c, d, inv[4], inv[5]);
	and and85(T[85], inv[0], b, c, d, e, f);
	and and60(T[60], inv[0], b, c, inv[3], e, inv[5]);
	and and61(T[61], a, inv[1], inv[2], inv[3], inv[4], f);
	and and62(T[62], a, inv[1], inv[2], d, inv[4], inv[5]);
	and and63(T[63], a, inv[1], d, e, inv[5]);
	and and64(T[64], a, inv[1], c, inv[3], inv[4], f);
	and and65(T[65], a, inv[1], c, inv[3], e, f);
	and and66(T[66], a, b, inv[2], inv[3], inv[4], inv[5]);
	and and78(T[78], a, b, inv[2], inv[3], e, f);
	and and67(T[67], a, b, d, inv[4], f);
	and and68(T[68], a, b, c, d, e, f);
	and and69(T[69], a, b, c, inv[3], inv[4], inv[5]);
	and and70(T[70], a, b, c, inv[3], e, inv[5]);
	or or6(s10, T[51], T[52], T[53], T[54], T[55], T[56], T[57], T[58], T[59], T[60], T[61], T[62], T[63], T[64], T[65], T[66], T[67], T[68], T[69], T[70], T[71], T[78], T[84], T[85]);
	and and72(T[72], inv[4], g);
	and and73(T[73], e, g);
	or or7(s11, T[72], T[73]);
endmodule
```
**run.sh**
```bash
#!/bin/bash
# OpenROAD 26Q1-2900-gdf79404cd8, Yosys 0.63+post, stock flow scripts
make -C /OpenROAD-flow-scripts/flow DESIGN_CONFIG=/design/flow/config.mk WORK_HOME=/design/flow/orfs finish
```
**config.mk**
```make
export PLATFORM = sky130hd
export DESIGN_NAME = binario_bcd
export DESIGN_NICKNAME = binario_bcd
export VERILOG_FILES = /design/flow/design.v
export SDC_FILE = /design/flow/constraint.sdc
export NUM_CORES = 4
export LEC_CHECK = 1
export CORE_AREA = 10 10 70 70
export DIE_AREA = 0 0 80 80
```
**constraint.sdc**
```tcl
current_design binario_bcd

set clk_period 2.2
set clk_io_pct 0.2

create_clock -name clk0 -period $clk_period

set non_clock_inputs [all_inputs -no_clocks]
set_input_delay [expr $clk_period * $clk_io_pct] -clock clk0 $non_clock_inputs
set_output_delay [expr $clk_period * $clk_io_pct] -clock clk0 [all_outputs]
```
==> notes.org <==
#+TITLE: Physical design notes

** Status
- The flow ran to the end, and the final reports show no timing, DRC or antenna violations.

** Synthesis
- The warning tally printed by Yosys for this design is 5.
- After synthesis, the design contains 95 cells according to Yosys.
- Per Yosys stat, the portion of area used by sequential elements is 0.
- Synthesis handed over a netlist of 95 instances.
- The synthesized netlist contains 38 unique library cells.
- Yosys stat chip area :: roughly 560 um2
- Synthesized area per cell :: 5.91 um2
- The synthesized netlist occupies a cell area of 562 um2.

** STA
- Final Setup Violations :: 0
- Setup repair after global routing left no endpoint under its margin.
- Final Cycle Share :: 0.961
- Final max-slew violation count :: 0
- The final timing report derives a shortest allowable period of 2.11 ns.
- Max Fclk :: 473 MHz
- Per the final timing report, the hold violations number 0.
- Post-route worst setup slack :: about 0.086 ns
- The final layout reports a setup TNS of 0 ns.

** Critical path
- Data arrival at the endpoint of the critical path :: roughly 1.7 ns
- The critical path maximum fanout is 8.
- The worst setup path is of the input port to primary output kind.
- The worst setup path is captured at a primary output.
- Startpoint Class :: input port
- Worst EP required :: approximately 1.8 ns

** Finish
- Per the cell usage report, the commonest logic cells after layout are buf_4, nor2_1, nand2_1.
- Footprint of the flip-flops and latches :: 0 um2
- The design has 0 sequential cells.
- In the finished layout, the clock tree contains a buffer count of 0.
- Per the final layout report, the fraction of cells sized above drive strength 1 comes to 0.430.
- Final Core Density :: 0.287
- Summing all non-filler instances in the final layout gives an area of 981 um2.
- Per the run report, area growth between synthesis and finish was 74.6%.
- Most numerous logic cell after layout :: buf_4
- The final layout report lists a filler cell count of 376.
- Area of the multi-input gates :: 547 um2
- Excluding fillers, the count of instances in the completed layout stands at around 170.

** Routing
- Count of vias placed by the detailed router :: 798
- Routed Wire Length :: 1.97 mm
- DRT iter0 DRCs :: 16
- Mean number of vias per cell :: ~4.6
- Number of iterations in the first detailed-routing pass :: 4
- In the routed design, unresolved DRC markers number 0.
- Routed len/inst :: about 11 um
- Per the post-route antenna check, the number of violating nets is 0.
- Diode count :: 0

** Placed design
- The placement report lists the number of port buffers as 14.
- Placed Area :: ~920 um2
- Post-place setup slack :: -0.571 ns
- Summed over all nets, the half-perimeter wirelength after detailed placement is 1.59 mm.
- In this run, placement finished with an instance count of 174.
- The final weighted congestion recorded by global placement is 0.916.

** Floorplan
- Total I/O pin count :: 19
- In the floorplan report the effective utilization is 0.164.
- The die is ~80 um wide.
- Core area :: 0.00342 mm2
- The report lists the number of standard-cell rows as 21.
- The vertical die dimension reported for this design is 80 um.
- The floorplan step defined a die boundary enclosing 0.00640 mm2.

** Power
- Leakage :: 0.423 nW
- Per the power-grid run, VDD falls by no more than 0.0000834 V.
- Power per cell area :: 179 mW/mm2

** GRT
- Entering global routing, the biggest net connects 10 pins.
- The number of global-route vias before repair is 755.
- First-pass GRT wire length :: 3.30 mm
- Total global-route track usage over all layers is 0.0591.
- The initial antenna violation count was 0.
- Congestion Overflow GR :: 0

** Clock tree
- Number of buffers inserted to repair setup after CTS :: 0

** Hold path
- According to the hold report, the worst path is of the input port to primary output type.
- Number of cells on the worst hold path :: 0

** Job
- Across the run, the number of max-cap violations was 0.
- The logs give a warning total of 32.
-- final cells by class --
cell class         instances  share of cell area
well taps                 46              0.0587
inverters                  4              0.0153
multi-input cells         79               0.557
repair buffers            45               0.369
-- path summary, 6_finish.rpt --
check / start / to / slack [ns]
setup / recovery: e / s7 / 0.09
hold / removal: g / s11 / 0.88
-- metal layers --
layer  vias up  routed length (um)  share of wire  track usage
met5         -                   0              0            0
met3         2                  58          0.029      0.00455
met1       363                1030           0.52       0.0850
met4         0                  15         0.0076      0.00704
li1        411                   -              -            -
met2        22                 869           0.44       0.0955
-- Yosys cell counts (all sizes together), types with 2 or more instances --
cell type / number / area, um2
a31oi: 3 / 18.8
nand3: 2 / 10.0
buf: 12 / 73.8
nor3: 3 / 15.0
o32ai: 2 / 17.5
nand2b: 3 / 18.8
o221ai: 2 / 17.5
inv: 4 / 15.0
nor2b: 3 / 18.8
o21a: 2 / 15.0
nand2: 9 / 33.8
o21ai: 6 / 30.0
xor2: 2 / 17.5
a211oi: 2 / 15.0
nor2: 12 / 45.0
or3: 2 / 12.5
a32oi: 2 / 17.5
clkbuf: 2 / 7.51
o211ai: 2 / 15.0
a21oi: 4 / 20.0
-- worst max-delay path: stages --
cell             delay (ns)
clkdlybuf4s15_2        0.22
buf_6                  0.15
buf_4                  0.14
and3_4                 0.17
a32oi_2                0.19
o221ai_2               0.11
dlygate4sd2_1          0.25
-- logic make-up (layout without fill, tap and decap cells) --
kind of cell | after synthesis | in the layout | share of synthesized area
multiplexers | 1 | 1 | 0.0200
AND/OR/NAND/NOR | 39 | 39 | 0.343
buffers and inverters | 18 | 49 | 0.171
other | 1 | 3 | 0.00668
AND-OR/OR-AND | 34 | 34 | 0.428
XOR/XNOR | 2 | 2 | 0.0312
-- where the power goes --
group	internal, mW	total, mW	switching [mW]
Clock	0	0	0
Combinational	0.0954	0.176	0.0805
Sequential	0	0	0
-- per-stage QoR --
stage / hold slack (ns) / total power, mW
floorplan: 0.921 / 0.0817
global placement: 0.880 / 0.172
detailed placement: 0.880 / 0.170
CTS: 0.880 / 0.167
global route: 0.880 / 0.196
finish: 0.880 / 0.176
-- what timing repair did --
action	4_1_cts	5_1_grt
setup endpoints to repair	8	6
gates resized	33	21
pin swaps	4	7
hold buffers	0	0
No activity file was given, so power comes from the tool's default toggle rates.
