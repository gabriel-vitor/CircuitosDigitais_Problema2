==> flow/design.v <==
module comparador_bcd_24_bits(num0, num1, s)	;
	input [0:11] num0, num1;
	output s; 
	wire [0:2] carry;
	wire [0:10] T;
	comparador_bcd_8_bits centena
		(
			.a(num0[11]),
			.b(num0[10]),
			.c(num0[9]),
			.d(num0[8]),
			.e(num1[11]),
			.f(num1[10]),
			.g(num1[9]),
			.h(num1[8]),
			.s0(carry[0]),
			.s1(T[0]),
			.s2(T[1]));
	comparador_bcd_8_bits dezena
		(
			.a(num0[7]),
			.b(num0[6]),
			.c(num0[5]),
			.d(num0[4]),
			.e(num1[7]),
			.f(num1[6]),
			.g(num1[5]),
			.h(num1[4]),
			.s0(T[2]),
			.s1(T[3]),
			.s2(T[4]));
	comparador_bcd_8_bits unidade
		(
			.a(num0[3]),
			.b(num0[2]),
			.c(num0[1]),
			.d(num0[0]),
			.e(num1[3]),
			.f(num1[2]),
			.g(num1[1]),
			.h(num1[0]),
			.s0(T[5]),
			.s1(T[6]),
			.s2(T[7]));
	and and0(T[8], !T[0], T[1]);
	and and1(carry[1], T[8], T[2]);
	and and2(T[9], T[8], !T[3], T[4]);
	and and3(T[10], T[5], !T[6], !T[7]);
	and and4(carry[2], T[9], T[10]);
	or or0(s, carry[0], carry[1], carry[2]);
endmodule	
module comparador_bcd_8_bits(a, b, c, d, e, f, g, h, s0, s1, s2);
	input a, b, c, d, e, f, g, h;
	output s0, s1, s2;
	wire [0:44] T;
	wire [0:7] inv;
	not not0(inv[0], a);
	not not1(inv[1], b);
	not not2(inv[2], c);
	not not3(inv[3], d);
	not not4(inv[4], e);
	not not5(inv[5], f);
	not not6(inv[6], g);
	not not7(inv[7], h);
	and and0(T[0], a, inv[4]);
	and and1(T[1], inv[0], b, inv[4], inv[5]);
	and and2(T[2], inv[0], inv[1], c, inv[4], inv[5], inv[6]);
	and and3(T[3], inv[0], inv[1], inv[2], d, inv[4], inv[5], inv[6], inv[7]);
	and and4(T[4], inv[0], inv[1], c, d, inv[4], inv[5], g, inv[7]);
	and and5(T[5], inv[0], b, c, inv[4], f, inv[6]);
	and and6(T[6], inv[0], b, inv[2], d, inv[4], f, inv[6], inv[7]);
	and and7(T[7], inv[0], b, c, d, inv[4], f, g, inv[7]);
	and and8(T[8], a, b, e, inv[5]);
	and and9(T[9], a, inv[1], c, e, inv[5], inv[6]);
	and and10(T[10], a, inv[1], c, d, e, inv[5], inv[6], inv[7]);
	and and11(T[11], a, inv[1], c, d, e, inv[5], g, inv[7]);
	and and12(T[12], a, b, c, e, f, inv[6]);
	and and13(T[13], a, b, inv[2], d, e, f, inv[6], inv[7]);
	and and14(T[14], a, b, c, d, e, f, g, inv[7]);
	or or0(s0, T[0], T[1], T[2], T[3], T[4], T[5], T[6], T[7], T[8], T[9], T[10], T[11], T[12], T[13], T[14]);
	and and15(T[15], inv[0], e);
	and and16(T[16], inv[0], inv[1], inv[4], f);
	and and17(T[17], inv[0], b, inv[2], inv[4], f, g);
	and and18(T[18], inv[0], inv[1], inv[2], inv[4], inv[5], g);
	and and19(T[19], inv[0], inv[1], inv[2],inv[3], inv[4], inv[5], inv[6], h);
	and and20(T[20], inv[0], inv[1], c, inv[3], inv[4], inv[5], g, h);
	and and21(T[21], inv[0], b, inv[2], inv[3], inv[4], f, inv[6], h);
	and and22(T[22], inv[0], b, c, inv[3], inv[4], f, g, h);
	and and23(T[23], a, inv[1], inv[2], inv[3], e, inv[5], inv[6], h);
	and and24(T[24], a, inv[1], inv[2], e, inv[5], g);
	and and25(T[25], a, inv[1], e, f);
	and and26(T[26], a, b, inv[3], e, f, g); 
	and and27(T[27], a, b, inv[2], inv[3], e, f, inv[6], h);
	and and28(T[28], a, b, c, inv[3], e, f, g, h);
	or or1(s1, T[15], T[16], T[17], T[18], T[19], T[20], T[21], T[22], T[23], T[24], T[25], T[26], T[27], T[28]);
	and and29(T[29], inv[0], inv[1], inv[2], inv[3], inv[4], inv[5], inv[6], inv[7]);
	and and30(T[30], inv[0], inv[1], inv[2], d, inv[4], inv[5], inv[6], h);
	and and31(T[31], inv[0], inv[1], c, d, inv[4], inv[5], g, h);
	and and32(T[32], inv[0], inv[1], c, inv[3], inv[4], inv[5], g, inv[7]);
	and and33(T[33], inv[0], b, inv[2], inv[3], inv[4], f, inv[6], inv[7]);
	and and34(T[34], inv[0], b, inv[2], d, inv[4], f, inv[6], h);
	and and35(T[35], inv[0], b, c, d, inv[4], f, g, h);
	and and36(T[36], inv[0], b, c, inv[3], inv[4], f, g, inv[7]);
	and and37(T[37], a, inv[1], inv[2], inv[3], e, inv[5], inv[6], inv[7]);
	and and38(T[38], a, inv[1], c, d, e, inv[5], g, h);
	and and39(T[39], a, inv[1], c, inv[3], e, inv[5], g, inv[7]);
	and and40(T[40], a, b, inv[2], inv[3], e, f, inv[6], inv[7]);
	and and41(T[41], a, b, inv[2], d, e, f, inv[6], h);
	and and42(T[42], a, inv[1], inv[2], d, e, inv[5], inv[6], h);
	and and43(T[43], a, b, c, d, e, f, g, h);
	and and44(T[44], a, b, c, inv[3], e, f, g, inv[7]);
	or or2(s2, T[29], T[30], T[31], T[32], T[33], T[34], T[35], T[36], T[37], T[38], T[39], T[40], T[41], T[42], T[43], T[44]);
endmodule	
==> flow/run.sh <==
#!/bin/bash
# OpenROAD 26Q1-2900-gdf79404cd8, Yosys 0.63+post, stock flow scripts
make -C /OpenROAD-flow-scripts/flow DESIGN_CONFIG=/design/flow/config.mk WORK_HOME=/design/flow/orfs finish
==> flow/config.mk <==
export PLATFORM = sky130hd
export DESIGN_NAME = comparador_bcd_24_bits
export DESIGN_NICKNAME = comparador_bcd_24_bits
export VERILOG_FILES = /design/flow/design.v
export SDC_FILE = /design/flow/constraint.sdc
export NUM_CORES = 4
export LEC_CHECK = 1
export CORE_AREA = 10 10 70 70
export DIE_AREA = 0 0 80 80
==> flow/constraint.sdc <==
current_design comparador_bcd_24_bits

set clk_period 2.8
set clk_io_pct 0.2

create_clock -name clk0 -period $clk_period

set non_clock_inputs [all_inputs -no_clocks]
set_input_delay [expr $clk_period * $clk_io_pct] -clock clk0 $non_clock_inputs
set_output_delay [expr $clk_period * $clk_io_pct] -clock clk0 [all_outputs]
==> results.yml <==
# flow metrics
floorplanning:
  core_um2: 3420
  rows: 21
  pin_count: 25
  die_h_um: 80
  die_area_um2: 6400
  fp-utilization_pct: 15.3
  die_x_um: 80
setup_path:
  cp-start-kind: "primary input"
  cp.required_ns: 2.24
  crit_type: "primary input to primary output"
  cp_max_fo: 2
  cpMaxStageDelayCell: "clkdlybuf4s50_1"
  critical_path.startpoint: "num1[10]"
  arrival_ns: 2.13
  cpPeakStageDelay_ns: 0.48
  path_cells: "clkdlybuf4s50_1 > inv_1 > maj3_2 > maj3_2 > a31oi_1 > o21ai_1 > dlygate4sd2_1"
  cp_common_cell: "maj3_2"
  end_kind: "primary output"
layout:
  flops: 0
  seq_area_um2: 0
  final_cells: 165
  drive_above_1_share_pct: 28.6
  area_growth_pct: 99.8
  fillers: 362
  num-clock-buffers: 0
  finalInstanceArea_um2: 1040
  fin_util_pct: 30.6
placement:
  gp_congestion: 0.810
  placed_cells: 164
  port_buffers: 25
  hpwl_um: 1440
  post_dp_cell_area_um2: 950
yosys:
  syn_area_um2: 523
  synth_stat.cells: 77
  yosys_area_um2: 523
  top_cells_by_area: "o21ai_0 (8.6%), a31oi_1 (6.0%), nand2b_1 (6.0%)"
  yosys.cell_count.top_type: "o21ai_0"
  ys_top_cells_by_count: "o21ai_0 (9), inv_1 (6), a31oi_1 (5), nand2b_1 (5)"
  syn_area_per_cell_um2: 6.79
  synthCells: 77
  ys_warn_count: 0
  ys_seq_share_pct: 0
  largest_area_cell: "o21ai_0"
  synth.distinct_cells: 36
  yosysTopAreaCellShare_pct: 8.61
routing:
  vias: 703
  firstDrtPassIters: 3
  wirelength_um: 1860
  drtIter0Drc: 10
  n_antenna_cell: 0
  wl_per_cell_um: 11.2
  drc: 0
  ant_nets: 0
  vias_per_cell: 4.26
grt:
  grt_pass1_wl_um: 3030
  grt_max_degree: 8
  antenna_found_initial: 0
  grt.overflow.total: 0
  grt_pass1_vias: 684
  grtUsageTotal_pct: 5.44
flow_run:
  warning_count: 32
  max_cap_viol_count: 0
timing:
  hold_violations: 0
  slew_headroom_pct: 82.1
  setup_viol: 0
  finalCritPeriodShare_pct: 96.0
  tns_ns: 0
  fin_crit_ns: 2.69
  max_freq_mhz: 372
  hold_ws_ns: 1.88
  tightest_slew_ns: 0.268
  timing.final.max_slew_violations: 0
pwr:
  powerDensity_nw_per_um2: 140
  p_leak_uw: 0.000442
  ir_drop_uv: 65.5
worst_hold_path:
  min_from: "num0[9]"
  hp-class: "primary input to primary output"
run_status:
  outcome: "completed"
clock_network:
  cts_hold_buf: 0
## routing by layer
| metal | GRT usage, % | vias to the layer above | share of wire [%] |
|---|---|---|---|
| met2 | 8.35 | 14 | 43 |
| met5 | 0 | - | 0 |
| met3 | 1.02 | 0 | 4.9 |
| met1 | 8.08 | 314 | 52 |
| li1 | - | 375 | - |
| met4 | 0 | 0 | 0 |
## final cells by class
type	instances	area, um2	share of cell area, %
inverters	6	22.5	2.16
multi-input cells	68	552	52.8
well taps	46	57.6	5.51
repair buffers	45	413	39.5
## path summary, 6_finish.rpt
| kind | to | depth (start not counted) | slack [ns] |
|---|---|---|---|
| worst max-delay path | s | 7 | 0.11 |
| worst min-delay path | s | 7 | 1.88 |
## cell usage in the layout (no fill, tap or decap), drive strengths merged
| master | count |
|---|---|
| nand3b | 1 |
| nor4 | 2 |
| o22ai | 1 |
| xor2 | 4 |
| mux2i | 1 |
| nor2b | 2 |
| a2111oi | 1 |
| o31ai | 1 |
| o2111a | 1 |
| a211oi | 1 |
| clkbuf | 2 |
| or2b | 1 |
| nand2b | 5 |
| a221o | 1 |
| xnor2 | 2 |
| inv | 6 |
| or3 | 1 |
| a21oi | 4 |
| buf | 20 |
| dlymetal6s2s | 5 |
| a41oi | 1 |
| and2b | 2 |
| nand4b | 2 |
| clkdlybuf4s15 | 1 |
| nand4 | 2 |
| maj3 | 2 |
| a31oi | 5 |
| nand3 | 4 |
| clkdlybuf4s50 | 13 |
| and2 | 1 |
| o21ai | 11 |
| o31a | 1 |
| nand2 | 3 |
| nor2 | 3 |
| o211ai | 2 |
| dlygate4sd2 | 4 |
## cell families after synthesis
family | count (synthesis) | share of synthesized area (%)
and+or+nand+nor | 29 | 32.8
buffers and inverters | 9 | 8.85
AOI/OAI and AO/OA | 30 | 37.6
adders and majority gates | 2 | 3.83
xor gates and xnor gates | 6 | 15.1
muxes | 1 | 1.91
## metrics by stage
step	setup slack, ns	power, uW
6_report	0.112	147
5_1_grt	-0.0175	161
4_1_cts	0.0452	138
3_5_place_dp	-0.411	131
3_3_place_gp	-0.411	131
2_1_floorplan	0.669	56.4
## where the power goes
| part | switching, uW | internal [uW] |
|---|---|---|
| Combinational | 63.8 | 82.8 |
| Clock | 0 | 0 |
| Sequential | 0 | 0 |
## repair_timing
action | 4_1_cts | 5_1_grt
endpoints found under the setup margin | 1 | 1
buffers inserted | 1 | 0
pin swaps | 6 | 4
gates resized | 17 | 19
## critical path: cells and delay by family
family	cells	cell delay, ns
AOI/OAI and AO/OA	2	0.21
buffers and inverters	3	0.76
adders and majority gates	2	0.59
Power figures rest on the tool's default switching activity, not on a simulated workload.
